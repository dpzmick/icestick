<file path="./constraint.sdc">
current_design spi_slave

set clk_period 2.1
set clk_io_pct 0.2

create_clock -name clk0 -period $clk_period [get_ports {clk}]

set non_clock_inputs [all_inputs -no_clocks]
set_input_delay [expr $clk_period * $clk_io_pct] -clock clk0 $non_clock_inputs
set_output_delay [expr $clk_period * $clk_io_pct] -clock clk0 [all_outputs]
</file>
<file path="./design.v">
module spi_slave(
    input  clk,
    input  send_in,      
    output send_avail,
    input  [7:0] in,     
    output out_avail,    
    output [7:0] out,    
    input  SCK,    
    input  SSEL,   
    input  MOSI,   
    output MISO    
);
reg [1:0] sck_  = 2'b0;
reg [1:0] mosi_ = 2'b0;
reg [3:0] send_rem_  = 4'd0;
reg [7:0] sending_   = 8'd0;
reg [3:0] recv_cnt_  = 4'd0;
reg [7:0] receiving_ = 8'd0;
always @(posedge clk) begin
    if (SSEL) begin
        sck_  <= {sck_[0], SCK};
        mosi_ <= {mosi_[0], MOSI};  
    end else begin
        sck_      <= 2'b00;
        mosi_     <= 2'b00;
    end
end
always @(posedge clk) begin
    if (recv_cnt_ == 4'd8) begin
        out       <= receiving_;
        out_avail <= 1;
    end else begin
        out       <= 8'd0;
        out_avail <= 0;
    end
    if (send_in && send_avail) begin  
        sending_   <= in;
        send_rem_  <= 8;
        send_avail <= 0;
    end else if (send_rem_ == 0) begin  
        send_avail <= 1;
    end
    if (SSEL) begin
        if (sck_[1] && !sck_[0]) begin  
            receiving_[7:0] <= {receiving_[6:0], mosi_[1]};  
            recv_cnt_       <= recv_cnt_ + 1;
            if (send_rem_ > 0) begin  
                MISO      <= sending_[send_rem_-1];
                send_rem_ <= send_rem_ - 1;  
            end else begin
                MISO <= 0;
            end
        end
    end
end
endmodule
</file>
<file path="./run.sh">
#!/bin/bash
# OpenROAD 26Q1-2900-gdf79404cd8, Yosys 0.63+post, stock flow scripts
make -C /OpenROAD-flow-scripts/flow DESIGN_CONFIG=/design/flow/config.mk WORK_HOME=/design/flow/orfs finish
</file>
<file path="./config.mk">
export PLATFORM = sky130hd
export DESIGN_NAME = spi_slave
export DESIGN_NICKNAME = spi_slave
export VERILOG_FILES = /design/flow/design.v
export SDC_FILE = /design/flow/constraint.sdc
export NUM_CORES = 4
export LEC_CHECK = 1
export CORE_AREA = 10 10 109 109
export DIE_AREA = 0 0 119 119
</file>
==> ci_impl_report.md <==
### Metrics collected by this job

| Metric | Value |
|---|---|
| Syn-to-layout area delta | `34.0%` |
| Detailed Place HPWL | `1790 um` |
| Ys Warns | `9` |
| Status | `completed` |
| Critical path class | `flop to flop` |
| R2R Path Start | `send_rem_[1]$_DFF_P_` |
| Peak fanout along the critical path | `5` |
| Tot GR Track Use | `3.39%` |
| # DRC | `0` |
| Cts hold-fix bufs | `0` |
| H-tree Lvls | `2` |
| Slew headroom | `68.5%` |
| Avg Cell Area, Syn | `15.3 um2` |
| Commonest cells in the netlist | `edfxtp_1, dfxtp_1, and2_1` |
| Finish-stage setup viols | `0` |
| Fp_density | `15.4%` |
| # IOs | `24` |
| Clk sinks | `39` |
| Post-Place Cells | `251` |
| Initial DRC Count | `23` |
| Min-delay worst type | `flop to flop` |
| Crit path from | `send_rem_[1]$_DFF_P_` |
| Pre-CTS setup slack | `0.179 ns` |
| Ys flop type | `edfxtp_1` |
| Sequential fraction of the synthesis area | `66.6%` |
| Fraction of layout instances using a drive strength above 1 | `10.3%` |
| Ys flops | `39` |
| Syn Std Cell Area | `1490 um2` |
| Mapped Cells | `97` |
| YS chip area | `1490 um2` |
| Synth top cell by count | `edfxtp_1` |
| Setup skew after layout | `0.00914 ns` |
| Worst Reg-to-Reg Cells | `5` |
| Vias | `791` |
| GRT overflow | `0` |
| Setup TNS | `0 ns` |
| Root Buffer | `clkbuf_8` |
| DIE WIDTH | `119 um` |
| Crit Reg-Reg Endpoint | `MISO$_SDFFCE_PN0P_` |
| Final ANT Viol Nets | `0` |
| Slew of the pin with the lowest slew margin | `0.470 ns` |
| Leak | `0.697 nW` |
| ANT cells | `0` |
| Post-synth top area share | `42.4%` |
| Vias in the first global route | `796` |
| Worst setup SP type | `flop` |
| Num rows | `36` |
| Clock latency on the worst-skew pair | `0.28 ns` |
| Die height | `119 um` |
| Worst EP required | `2.12 ns` |
| Die ar. | `14200 um2` |
| Gp weighted congestion | `0.721` |
| Area leader, netlist | `edfxtp_1` |
| RSZ-0062 raised after global routing | `false` |
| Yosys cell types | `32` |
| Max VDD drop | `0.434 mV` |
| Crit path capture type | `flop` |
| Placeable Area | `9640 um2` |
| Pin count of the biggest net entering global routing | `13` |
| Max-Cap Viols | `0` |
| Final WS setup | `0.386 ns` |
| CP arrival | `1.74 ns` |
| Pwr/cell area | `1070 nW/um2` |
| Non-Filler Instances | `259` |
| Number of logged tool warnings | `27` |
| Inserted Clock Buffers | `5` |
| Final Hold Fails | `0` |
| Initial antenna violation count | `0` |
| Worst reg2reg setup slack | `0.39 ns` |
| Clock Tree Buf Depth | `2` |
| Number of enable flip-flop cells | `21` |
| Port bufs | `23` |
| Peak Freq | `583 MHz` |
| FFs w/ async S/R, synth | `0%` |
| 1st-pass router iterations | `2` |
| Top cells, area | `edfxtp_1, dfxtp_1, and2_1` |
| First-pass GRT wire length | `3910 um` |
| Clock-pin slew on the worst setup and hold paths | `0.08 ns` |
| Min Clock Period, post-route | `1.71 ns` |
| Crit path to | `MISO$_SDFFCE_PN0P_` |
| WL per Instance | `8.99 um` |
| CTS tree | `built` |
| Post-CTS Resized | `0` |
| Yosys stat cell total | `97` |
| Vias per cell | `3.05` |
| Final wirelength | `2330 um` |
| Crit share post-route | `81.6%` |
| Count of pins over their slew limit | `0` |
| Post-CTS Setup Bufs | `0` |
[per-layer routing]
layer | global-route usage [%] | routed length (um) | share of wire [%]
met5 | 0 | 0 | 0
met4 | 0.534 | 23 | 0.99
met3 | 2.01 | 218 | 9.4
met2 | 4.91 | 1010 | 43
met1 | 4.38 | 1080 | 46
[report_power, final]
part,switching (mW),internal (mW)
Clock,0.240,0.427
Combinational,0.213,0.295
Sequential,0.0717,0.894
[logic make-up after synthesis]
group                      share of synthesized area (%)
AOI/OAI and AO/OA                                   6.05
buffers and inverters                               3.45
and+or+nand+nor                                     10.6
muxes                                               8.82
DFF                                                 66.6
xor gates and xnor gates                            1.18
adders and majority gates                           3.36
[through the flow]
stage	instance area (um2)	total power [mW]	util, %	hold slack, ns
finish	2000	2.14	20.7	0.409
global route	2000	2.29	20.7	0.428
CTS	2000	2.17	20.7	0.410
detailed placement	1870	1.49	19.4	0.390
global placement	1870	1.49	19.4	0.394
floorplan	1490	1.40	-	0.386
[cell type report]
| class | count | area (um2) |
|---|---|---|
| Multi-Input combinational cell | 49 | 447 |
| Sequential cell | 39 | 991 |
| Tap cell | 133 | 166 |
| Clock buffer | 7 | 97.6 |
| Inverter | 5 | 18.8 |
| Clock inverter | 1 | 30.0 |
| Timing Repair Buffer | 25 | 245 |
| Fill cell | 1068 | 7640 |
[sequential cells by signal, indices dropped and copies added, names as in the netlist]
signal      count
MISO            1
mosi_           2
send_avail      1
send_rem_       4
recv_cnt_       4
out_avail       1
sck_            2
receiving_      8
out             8
sending_        8
[worst min-delay path by stage]
stage         cells past startpoint                 from                 endpoint  slack [ns]
CTS                               0  mosi_[1]$_SDFF_PN0_  receiving_[0]$_DFFE_PP_        0.41
global route                      0  mosi_[1]$_SDFF_PN0_  receiving_[0]$_DFFE_PP_        0.43
finish                            0  mosi_[1]$_SDFF_PN0_  receiving_[0]$_DFFE_PP_        0.41
[cells in the final DEF (no fill, tap or decap), drive strengths merged, types with 2 or more instances in the layout]
cell and instances:
and2 14, buf 2, clkbuf 7, clkdlybuf4s50 23
dfxtp 18, edfxtp 21, ha 4, inv 5
mux2i 3, mux4 4, nand3 2, nor2 2
o311ai 2, o31ai 2
[critical path, stage by stage (launching register included)]
cell and delay, ns:
dfxtp_1 0.37, inv_1 0.10, ha_1 0.38, mux4_2 0.31, a22oi_1 0.20, o22ai_1 0.09
Power and IR drop assume default switching activity.
