<file path="/design/flow/config.mk">
export PLATFORM = sky130hd
export DESIGN_NAME = blink
export DESIGN_NICKNAME = blink
export VERILOG_FILES = /design/flow/design.v
export SDC_FILE = /design/flow/constraint.sdc
export NUM_CORES = 4
export LEC_CHECK = 1
export CORE_AREA = 10 10 70 70
export DIE_AREA = 0 0 80 80
</file>
<file path="/design/flow/constraint.sdc">
current_design blink

set clk_period 2.4
set clk_io_pct 0.2

create_clock -name clk0 -period $clk_period [get_ports {clk}]

set non_clock_inputs [all_inputs -no_clocks]
set_input_delay [expr $clk_period * $clk_io_pct] -clock clk0 $non_clock_inputs
set_output_delay [expr $clk_period * $clk_io_pct] -clock clk0 [all_outputs]
</file>
<file path="/design/flow/design.v">
module blink(
    input      clk,
    input      SW1,
    input      SW2,
    input      SW3,
    input      SW4,
    output reg LED1,
    output reg LED2,
    output reg LED3,
    output reg LED4,
    output reg LED5
);
parameter START = 3'b000;
parameter CODE1 = 3'b001;
parameter CODE2 = 3'b010;
parameter CODE3 = 3'b011;
parameter CODE4 = 3'b110;
parameter SUCC  = 3'b111;
reg last_sw1 = 0;
reg last_sw2 = 0;
reg last_sw3 = 0;
reg last_sw4 = 0;
reg sw1_falling = 0;
reg sw2_falling = 0;
reg sw3_falling = 0;
reg sw4_falling = 0;
reg [2:0] state = START;
always @(posedge clk) begin
    LED1 <= SW1;
    LED2 <= SW2;
    LED3 <= SW3;
    LED4 <= SW4;
    last_sw1 <= SW1;
    last_sw2 <= SW2;
    last_sw3 <= SW3;
    last_sw4 <= SW4;
    sw1_falling = last_sw1 == 1 && !SW1;
    sw2_falling = last_sw2 == 1 && !SW2;
    sw3_falling = last_sw3 == 1 && !SW3;
    sw4_falling = last_sw4 == 1 && !SW4;
    if (state == SUCC) LED5 <= 1;
    else               LED5 <= 0;
    case (state)
        START : if (sw1_falling) state <= CODE1;
                else             state <= START;
        CODE1 : if (sw1_falling)                                    state <= CODE2;
                else if (sw2_falling || sw3_falling || sw4_falling) state <= START;
                else                                                state <= CODE1;
        CODE2 : if (sw2_falling)                                    state <= CODE3;
                else if (sw1_falling || sw3_falling || sw4_falling) state <= START;
                else                                                state <= CODE2;
        CODE3 : if (sw3_falling)                                    state <= CODE4;
                else if (sw1_falling || sw2_falling || sw4_falling) state <= START;
                else                                                state <= CODE3;
        CODE4 : if (sw4_falling)                                    state <= SUCC;
                else if (sw1_falling || sw2_falling || sw3_falling) state <= START;
                else                                                state <= CODE4;
        SUCC  : if (sw2_falling || sw3_falling || sw4_falling) state <= START;
                else if (sw1_falling)                          state <= CODE1;
                else                                           state <= SUCC;
        default : state <= START;
    endcase
end
endmodule
</file>
<file path="/design/flow/run.sh">
#!/bin/bash
# OpenROAD 26Q1-2900-gdf79404cd8, Yosys 0.63+post, stock flow scripts
make -C /OpenROAD-flow-scripts/flow DESIGN_CONFIG=/design/flow/config.mk WORK_HOME=/design/flow/orfs finish
</file>
==> results.toml <==
# physical design summary
[cts]
cts_setup_buffers = 0
cts_buffers = 3
clkSinkCount = 12
htree_levels = 1
postCtsHoldBufs = 0
clockRootBuffer = "clkbuf_4"
clk_latency_ns = 0.26
cts_resized = 0
cts_tree = "built"
clk_pin_slew_ns = 0.07
cts_max_path_buffers = 2

[detailed_routing]
wirelength_um = 743
drt_first_pass_iters = 1
ant_nets = 0
drc = 0
drt-initial-drc-count = 0
avgRoutedWirePerCell_um = 7.90
antenna_cells = 0
vias_per_cell = 3.18
routed-via-count = 299

[layout]
layout-drive-gt1-share_pct = 16.7
final_cell_mix = "12 x dfxtp_1, 9 x clkdlybuf4s50_1, 3 x clkbuf_4"
regArea_um2 = 240
logic_area_um2 = 180
synthToLayoutAreaGrowth_pct = 38.6
fillers = 392
fin_cells = 94
final_common_cell = "dfxtp_1"
stdcell_area_um2 = 598

[yosys]
ys_chip_area_um2 = 432
synth_flops = 12
synth-seq-area-share_pct = 55.7
ys_warn_count = 1
ys_sh_aoi_pct = 18.8
syn_avg_cell_area_um2 = 11.7
synth.area.mux_share_pct = 0
logic_family = "simple AND/OR/NAND/NOR gates"
synth_cell_types = 21
syn_area_um2 = 432
yosys.area_share.adder_pct = 0
simple_gate_share_pct = 22.9
ys_sh_xor_pct = 0
synthCells = 37
yosys_cells = 37

[setup_path]
r2r_slack_ns = 0.98
crit_arrival_ns = 2.03
reg2reg_from = "last_sw4"
critPathRequiredTime_ns = 2.61
critPathLaunchType = "input port"
end_kind = "register"
path_class = "input port to register"
path_max_fanout = 4
reg2reg_to = "state[1]"
r2r_cells = 4

[floorplan]
io_pins = 10
rows = 21
dieArea_um2 = 6400
core-area_um2 = 3420
fp_util_pct = 12.6
die_w_um = 80
die_h_um = 80

[timing]
relSlewSlack_pct = 75.2
hold_violations = 0
setup_viol = 0
hold-worst-slack_ns = 0.541
fin_tns_setup_ns = 0
worst_slew_pin_slew_ns = 0.362
grt_setup_unrepaired = "no"
timing.fmax_mhz = 548
timing.final.crit_share_pct = 76.1
finalMaxSlewViolations = 0
finalClockSkew_ns = 0.00346
fin_crit_ns = 1.83

[run]
warnings = 25
cap_violations = 0

[global_routing]
grt_pass1_wl_mm = 1.25
grt_pass1_vias = 297
grt_max_degree = 10
overflow = 0
grt.total_usage_pct = 2.36
antenna_found_initial = 0

[run_status]
status = "complete, no violations"

[hold_path]
hold_depth = 2
worstHoldStart = "state[1]"
worstHoldEndpoint = "state[2]"
hp-class = "register to register"

[power]
p_leak_nw = 0.210
peakVddDrop_mv = 0.249
cellPowerDensity_nw_per_um2 = 768
p_total_w = 0.000459

[placement]
post_dp_cell_area_um2 = 576
dp.cells = 91
gp_congestion = 0.710
dpl.hpwl_um = 578
port_buffers = 9
synthesized netlist by cell type:
cell type | n | area share, %
or3_1 | 1 | 1.5
inv_1 | 2 | 1.7
and3_1 | 1 | 1.5
a311o_1 | 1 | 2.3
nor2b_1 | 2 | 2.9
nor2_1 | 1 | 0.87
nor2b_4 | 2 | 6.4
o21ai_0 | 1 | 1.2
o21a_1 | 1 | 1.7
a211oi_1 | 2 | 3.5
or4_4 | 1 | 2.6
a31o_1 | 2 | 4.1
clkbuf_1 | 1 | 0.87
or2b_2 | 1 | 2.0
a211oi_2 | 1 | 2.9
dfxtp_1 | 12 | 56
a2111oi_0 | 1 | 2.0
nor3b_1 | 1 | 1.7
a21oi_1 | 1 | 1.2
nand2b_1 | 1 | 1.5
nand4b_1 | 1 | 2.0
flip-flops by register name, summed over array words and instances, names as in the netlist:
name	cells
LED1	1
state	3
last_sw2	1
LED3	1
last_sw3	1
LED5	1
LED2	1
LED4	1
last_sw1	1
last_sw4	1
critical path: stages:
cell,delay [ns]
clkdlybuf4s50_1,0.56
nor2b_4,0.06
or3_1,0.36
a2111oi_0,0.41
a311o_1,0.17
metal layers:
metal	vias to the layer above	wire [um]	part of all wire, %	GRT usage, %
met2	8	306	41	3.29
li1	157	-	-	-
met5	-	0	0	0
met4	0	10	1.3	0.528
met1	132	351	47	2.72
met3	2	74	10	1.93
where the power goes:
group / internal (W) / total [W] / leakage (nW) / switching (W)
sequential: 0.000225 / 0.000258 / 0.100 / 0.0000326
combinational: 0.0000511 / 0.0000836 / 0.0955 / 0.0000325
clock: 0.0000579 / 0.000118 / 0.0138 / 0.0000599
cells by family after synthesis:
group | after synthesis
buffers and inverters | 3
DFF | 12
AOI/OAI and AO/OA | 10
and+or+nand+nor | 12
metrics by stage:
stage          util, %  setup slack, ns
4_1_cts           17.5            0.575
6_report          17.5            0.574
3_3_place_gp      16.8            0.307
3_5_place_dp      16.8            0.301
5_1_grt           17.5            0.493
2_1_floorplan        -            0.963
how the worst max path moves through the flow:
stage,from,endpoint,slack [ns],depth (start not counted)
global route,SW4,state[1],0.49,5
finish,SW4,state[1],0.57,5
CTS,SW4,state[1],0.58,5
layout make-up:
type,count,area share (%)
Sequential cell,12,40.2
Tap cell,46,9.62
Clock buffer,3,3.77
Multi-Input combinational cell,22,30.1
Inverter,2,1.26
Timing Repair Buffer,9,15.1
Power is estimated from default activity; no workload was simulated.
